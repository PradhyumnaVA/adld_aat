File: config.mk
export PLATFORM = sky130hd
export DESIGN_NAME = mod9_counter
export DESIGN_NICKNAME = mod9_counter
export VERILOG_FILES = /design/flow/design.v
export SDC_FILE = /design/flow/constraint.sdc
export NUM_CORES = 4
export LEC_CHECK = 1
export CORE_AREA = 10 10 70 70
export DIE_AREA = 0 0 80 80
File: constraint.sdc
current_design mod9_counter

set clk_period 1.8
set clk_io_pct 0.2

create_clock -name clk0 -period $clk_period [get_ports {clk}]

set non_clock_inputs [all_inputs -no_clocks]
set_input_delay [expr $clk_period * $clk_io_pct] -clock clk0 $non_clock_inputs
set_output_delay [expr $clk_period * $clk_io_pct] -clock clk0 [all_outputs]
File: design.v
module mod9_counter(
input clk,rst,
output reg [3:0]q
);
always@(posedge clk)
begin
if(rst)
	q <= 4'b0000;
else
begin	
if(q == 4'b1000)
	q <= 4'b0000;
else 
	q <= q+1;
end
end
endmodule
File: run.sh
#!/bin/bash
# OpenROAD 26Q1-2900-gdf79404cd8, Yosys 0.63+post, stock flow scripts
make -C /OpenROAD-flow-scripts/flow DESIGN_CONFIG=/design/flow/config.mk WORK_HOME=/design/flow/orfs finish
==> results.txt <==
Observations from the implementation run.

Worst setup path:
- The run puts the worst-path maximum fanout at 5.
- The setup path with the least slack is of type reg -> out.
- The run gives the minimum setup slack among reg-to-reg paths as 530 ps.
- Broken down by cell family, the worst path's largest delay share belongs to buffers and inverters.
- The endpoint identified for the worst register-to-register timing path is q[3]$_SDFF_PP0_.
- The startpoint identified for the worst register-to-register timing path is q[0]$_SDFF_PP0_.
- Walking the worst path, the cells encountered are clkdlybuf4s50_1.
- At the worst endpoint, the arrival time is 1160 ps.
- STA classifies the critical path endpoint as an output pin.
- The worst setup path is launched from a flip-flop.
- Along the critical path, the tally of buffer and inverter instances is 1.
- On the worst path, the slowest cell contributes a delay of 530 ps.
- Among all stages on the critical path, the largest delay is contributed by clkdlybuf4s50_1.
- The run puts the depth of the most critical reg-to-reg path at 4.
- According to the timing report, the data required time at the worst endpoint equals 1440 ps.

Placement:
- The run puts the count of placed standard cells including taps at 70.
- The run gives the final weighted congestion of routability-driven global placement as 0.716.
- The run puts the setup slack at placement at 529 ps.
- In the placement report, post-DP HPWL is listed as 418 um.
- In this run the cell area measured after placement is 292 um^2.
- The run gives the count of input and output buffers as 5.

Hold path:
- The run gives the sink of the worst hold path as q[0]$_SDFF_PP0_.
- In this run the most critical hold path is launched from q[0]$_SDFF_PP0_.
- The run gives the cell depth of the worst min-delay path as 1.
- The run gives the worst min-delay path class as reg -> reg.

Global routing:
- The initial antenna violation count came to 0.
- Entering global routing, the biggest net connects 8 pins.
- The run gives the total routing resource utilization after global routing as 2.04%.
- The total overflow left after global routing is 0.
- The run puts the number of global-route vias before repair at 189.
- The run puts the wire length of the first global-routing pass at 890 um.

Clocking:
- The run gives the clock-pin transition on the worst setup and hold timing paths as 40 ps.
- The run puts the total number of H-tree levels at 1.
- The run gives the root buffer cell as clkbuf_4.
- The run puts the number of buffers inserted during clock tree synthesis at 3.
- The number of clock sinks came to 4.
- The run gives the number of post-CTS setup repair buffers as 0.
- The run gives the later-pin clock latency in the skew report as 240 ps.
- The run puts the number of hold-repair buffers added at the cts stage at 0.
- The number of gates resized after CTS was 0.
- The run gives the clock tree from TritonCTS as yes.
- Looking at the clock tree report, the maximum root-to-sink buffer count equals 2.

Routing:
- For this run, the detailed router's first-pass iteration total came to 2.
- For this run, the script counts the antenna cells in the layout as 0.
- The run gives the number of remaining DRC errors as 0.
- The run puts the number of DRC markers after the initial detailed-route iteration at 16.
- The highest layer touched by signal routing is met3.
- The run puts the total met3 wirelength after detailed routing at 183 um.
- The run puts the count of nets left with antenna violations after detail routing at 0.
- The run gives the number of vias in the routed layout as 172.
- The run gives the routed length on met2 as 129 um.
- Using the TritonRoute via totals, the vias-per-cell ratio works out to 2.36.
- After detailed routing, the wire length on met1 is 219 um.
- The run gives the average routed wire per standard cell as 7.29 um.
- The run puts the total length of routed wires at 532 um.

Synth:
- Yosys stat counts 19 cells in the synthesized netlist.
- The run gives the count of unique library cells instantiated by Yosys as 14.
- Per Yosys stat, the portion of area used by sequential elements is 43.5%.
- The run puts the post-synth area from yosys stat at 184 um^2.
- After synthesis, the largest area contributor takes up 43.5% of total cell area.
- The synthesis report lists the most area-consuming cells as dfxtp_1, ha_1, nand4b_1.
- The run puts the post-synthesis average cell area at 9.68 um^2.
- dfxtp_1 takes more of the synthesized area than any other cell.
- The run puts the cell count after synthesis at 19.
- The run gives the flop and latch count out of synthesis as 4.
- The warning tally printed by Yosys for this design is 1.
- The run gives the post-synthesis instance area as 184 um^2.

Finish:
- The run puts the end-of-flow core utilization at 9.19%.
- The largest registers in the layout are q: 4 flops.
- The top cell type in the final layout, fill and taps aside, is clkdlybuf4s50_1.
- The largest register by flop count is q.
- The top cell types in the final layout, fill and taps aside, are clkdlybuf4s50_1, dfxtp_1, clkbuf_4.
- The run puts the flip-flop count of the largest register, all copies and words added at 4.
- The run gives the final non-filler cell area as 314 um^2.
- The run gives the tally of non-filler cells in the final layout as 73.
- Per the final layout report, the fraction of cells sized above drive strength 1 comes to 11.1%.
- The run gives the synthesis-to-layout area growth as 70.7%.

Timing:
- Setup repair after global routing left no endpoint under its margin.
- The run puts the worst slew slack as a fraction of its limit at 87.9%.
- The run gives the max-slew violation count as 0.
- The pin closest to its max-slew limit shows a slew of 182 ps.
- The run puts the total setup violations reported at the end of the flow at 0.
- After layout, the minimum clock period comes to 1520 ps.
- The run gives the total count of hold-check failures in the final report as 0.
- The run puts the setup slack of the critical path after layout at 280 ps.
- The run puts the summed negative setup slack over all endpoints at 0 ps.
- Of the available clock period, the critical path in the final layout requires 84.5%.
- The run gives the worst clock skew as 1.16 ps.
- The run gives the achievable frequency as 658 MHz.

Outcome:
- The run finished with clean final reports.

Floorplanning:
- The run gives the die outline height as 80 um.
- The run puts the floorplan row count at 21.
- The run gives the x dimension of the die as 80 um.
- Per the OpenROAD floorplan log, the area of the core is 3420 um^2.
- According to the I/O placement log, the pin count is 6.
- The run puts the chip area at 6400 um^2.
- The initial utilization of the core area, before any placement, comes to 5.38%.

Power and ir drop:
- The run gives the power per cell area as 772 nW/um^2.
- The run gives the worst vdd rail ir drop as 155 uV.
- The run puts the leakage power at 0.101 nW.

Flow run:
- The number of warnings reported in the stage logs is 26.
- The number of maximum-capacitance violations recorded for the run is 0.
-- cell type report --
| class | count | area [um^2] |
|---|---|---|
| Clock buffer | 3 | 22.5 |
| Fill cell | 410 | 3100 |
| Inverter | 2 | 7.51 |
| Multi-Input combinational cell | 13 | 96.3 |
| Sequential cell | 4 | 80.1 |
| Tap cell | 46 | 57.6 |
| Timing Repair Buffer | 5 | 50.0 |
-- metrics by stage --
step                      power [mW]  hold slack (ps)
after floorplan                0.113              429
after global placement         0.131              504
after detailed placement       0.132              530
after CTS                      0.248              539
after global routing           0.265              578
final                          0.242              530
-- worst max-delay path by stage --
stage,depth (start not counted),start,to,slack (ps)
finish,1,q[0]$_SDFF_PP0_,q[0],280
CTS,1,q[0]$_SDFF_PP0_,q[0],260
global route,1,q[0]$_SDFF_PP0_,q[0],200
-- kinds of logic after synthesis --
kind of cell	synth area share, %
buffers and inverters	4.08
adder cells (fa/ha/maj)	13.6
AND-OR/OR-AND	10.2
AND/OR/NAND/NOR	28.6
flip-flops	43.5
-- synthesized netlist by cell type --
cell / n
or3b_1: 1
o211ai_1: 1
nand4b_1: 1
nor2_1: 1
ha_1: 2
a31oi_1: 1
nor3_1: 1
nor3b_1: 1
nand3b_1: 1
inv_1: 2
a21oi_1: 1
or2b_1: 1
dfxtp_1: 4
nand2_1: 1
-- routing by layer --
layer / vias up / global-route usage, %
li1: 84 / -
met5: - / 0
met4: 0 / 0.176
met1: 78 / 1.99
met2: 10 / 1.77
met3: 0 / 3.98
-- where the power goes --
group,total (mW),switching (mW),internal [mW]
Sequential,0.103,0.00750,0.0951
Combinational,0.0282,0.00982,0.0183
Clock,0.112,0.0371,0.0746
No activity file was given, so power comes from the tool's default toggle rates.
