[design/flow/config.mk]
export PLATFORM = sky130hd
export DESIGN_NAME = fifo_clean
export DESIGN_NICKNAME = fifo_clean
export VERILOG_FILES = /design/flow/design.v
export SDC_FILE = /design/flow/constraint.sdc
export NUM_CORES = 4
export LEC_CHECK = 1
export CORE_UTILIZATION = 40
[design/flow/constraint.sdc]
current_design fifo_clean

set clk_period 5.5
set clk_io_pct 0.2

create_clock -name clk0 -period $clk_period [get_ports {clk}]

set non_clock_inputs [all_inputs -no_clocks]
set_input_delay [expr $clk_period * $clk_io_pct] -clock clk0 $non_clock_inputs
set_output_delay [expr $clk_period * $clk_io_pct] -clock clk0 [all_outputs]
[design/flow/design.v]
`timescale 1ns / 1ps
module fifo_clean(
    input clk, rst, write_en, read_en, 
    input [7:0]data_in,
    output full, empty,
    output reg [7:0] data_out
);
integer i;
reg [3:0] w_ptr, r_ptr; 
reg full, empty;
reg [7:0]fifo[15:0];
always @(posedge clk) begin
    if(!rst)begin
      	for (i = 0; i < 16; i = i + 1) begin
      		fifo[i] <= 8'h00;
    	end
        w_ptr <= 4'h0;
        r_ptr <= 4'h0;
        data_out <= 8'd0;
        full <= 1'b0;
        empty <= 1'b0;
    end
    else begin
        if(w_ptr<=4'd15 && write_en!=0 && full!=1) begin
            fifo[w_ptr] <= data_in; 
            if(w_ptr==4'hF) begin 
                full <= 1'b1;
                r_ptr <= 4'd0;
            end          	
            else full <= 1'b0;          
            w_ptr <= w_ptr + 1;
        end
        else if(r_ptr<=4'd15 && read_en!=0 && empty!=1) begin
            data_out <= fifo[r_ptr];
            if(r_ptr==4'd15) begin
                empty <= 1'b1;
                w_ptr <= 4'd0;
            end
            else empty <= 1'b0;             
            r_ptr <= r_ptr + 1;
        end
    end
end
endmodule
[design/flow/run.sh]
#!/bin/bash
# OpenROAD 26Q1-2900-gdf79404cd8, Yosys 0.63+post, stock flow scripts
make -C /OpenROAD-flow-scripts/flow DESIGN_CONFIG=/design/flow/config.mk WORK_HOME=/design/flow/orfs finish
==> git commit body <==
Add synthesis and place-and-route results

- Dominant logic cell types in the final layout: sky130_fd_sc_hd__and2_1 (129), sky130_fd_sc_hd__edfxtp_1 (128), sky130_fd_sc_hd__clkdlybuf4s50_1 (21)
- The number of global-route vias before repair was 3738.
- After synthesis the cells add up to 6780 um2.
- According to the I/O placement log, the pin count is 22.
- The run reported a max-capacitance violation count of 0.
* Register bit total from synthesis: 146
- Post-synthesis area per instance: 14.9 um2
- The report puts the hold buffer count at CTS at 0.
- The critical path maximum fanout is 9.
- The routed layout has 3774 vias.
- Areal power density over the cells: 338 nW/um2
- In this run the full chip footprint comes out at 17500 um2.
* Maximum root-to-sink buffer count: 2
- In this run the clock root is driven by a sky130_fd_sc_hd__clkbuf_16.
- Max-slew headroom: 0.532
- Number of clock sinks: 146
* Residual overflow from global routing: 0
- Relative to the synthesized area, the layout overhead comes to 15.1%.
- Yosys stat chip area: 6780 um2
- The die is 132 um wide.
- Warnings from Yosys: 1
- IR analysis of the VDD net gives a maximum drop of 186 uV.
- For this run, the total global-route usage over all layers was measured as 0.190.
* Antenna Violating Nets Remaining: 0
- The tightest min-delay check is of the flop to flop type.
- Resize count post-CTS: 0
- Clock buffers created by TritonCTS: 17
- Final weighted congestion in routability-driven placement: 0.875
- Number of design rule violations left after detail routing: 0
- Ys async rst share: 0
- The script extracted a total leakage power of 2.79 nW.
- The netlist uses 35 different library cells.
- Number of buffers added on ports: 21
* Setup Skew: 0.00661 ns
- H-tree levels: 4
- The routed design shows a wire length per standard cell of 20.5 um.
* CP startpoint kind: input port
* 1st-iter DRT viols: 203
- Dominant register cell: sky130_fd_sc_hd__edfxtp_1
- For this block, the routed nets add up to 14700 um of wire.
- Final setup TNS: 0 ns
- Max-slew check failures listed in the final report amount to 0.
- Number of buffers inserted by post-CTS setup repair: 0
* R2R Path Start: w_ptr[0]$_SDFFE_PN0P_
- Placement Rows: 47
- Dominant logic cell type in the layout: sky130_fd_sc_hd__and2_1
* Standard cell core area: 16600 um2
- Start point of the worst min-delay path: data_out[6]$_SDFFE_PN0P_
- Detailed placer's ending HPWL: 9590 um
- The last timing report of the flow puts the setup violation total at 0.
- Sort of element at the end of the critical path: flop
- According to the timing report, the critical path is launched from write_en.
- Unrepaired setup endpoints after global routing: false
* Outcome: finished clean
- Routed via count divided by cell count: 5.27
* Antenna diode count: 0
- Post-synth top area share: 0.567
- Minimum clock period after layout: 3.13 ns
* Slew @ Worst Pin: 0.696 ns
- Cell total in the yosys stat output: 454
* Die height: 132 um
- Number of failing hold endpoints at the final stage: 0
- Top cells by area in the synthesized netlist: sky130_fd_sc_hd__edfxtp_1 (57%), sky130_fd_sc_hd__and2_1 (12%), sky130_fd_sc_hd__mux4_1 (5.8%)
- By startpoint and endpoint, the worst setup path is classified as input port to flop.
- In this run, synthesis inferred 128 flip-flops with an integrated enable.
- Placement Setup Slack: 1.97 ns
* Synth Seq Share: 0.620
* Clock-pin slew on the worst setup and hold paths: 0.06 ns
- Length of the first detailed-routing pass in iterations: 5
- The clock reaches the later pin of the worst-skew pair after 0.41 ns.
- Worst R2R Setup Slack: 3.01 ns
- Count of warning messages emitted by the tools: 28
* Required time of the worst setup path: 5.58 ns
* Post-Route Hold Slack: 0.492 ns
* Fraction of the cycle the final worst path needs: 0.570
- Dominant cell type by area after synthesis: sky130_fd_sc_hd__edfxtp_1
- First-pass GRT wire length: 22500 um
- Overall power: 2.63 mW
- TritonCTS clock tree: yes
- Maximum number of pins on one net before global-route repair: 38
* Fin worst setup slack: 2.37 ns
- Share of the core filled by cells before placement: 0.409
- For the worst setup path, the data arrival time is 3.21 ns.
* Number of instances in the synthesized netlist: 454
- Peak clock frequency supported by timing: 319 MHz
* Proportion of layout cells with a drive suffix above 1: 0.137
- Antenna violations before repair: 0
## worst paths after layout
| kind | cells after the start | to |
|---|---|---|
| max | 5 | fifo[1][5]$_SDFFCE_PN0P_ |
| min | 2 | data_out[6]$_SDFFE_PN0P_ |
| max reg2reg | 5 | fifo[3][5]$_SDFFCE_PN0P_ |
| min reg2reg | 2 | data_out[6]$_SDFFE_PN0P_ |
## layout make-up
type / instances / area [um2]
multi-input cells: 277 / 2350
clock buffers: 20 / 447
clock inverters: 12 / 180
well taps: 220 / 275
repair buffers: 37 / 330
inverters: 4 / 15.0
flip-flops and latches: 146 / 4210
fillers: 1419 / 8780
## synthesized netlist by cell type, types with 2 or more instances
cell type                  count
sky130_fd_sc_hd__nor3_2        3
sky130_fd_sc_hd__edfxtp_1    128
sky130_fd_sc_hd__nand2_1       7
sky130_fd_sc_hd__mux4_2       17
sky130_fd_sc_hd__a21oi_1       3
sky130_fd_sc_hd__buf_2         7
sky130_fd_sc_hd__nand2b_1      7
sky130_fd_sc_hd__nand3_1      15
sky130_fd_sc_hd__buf_6         6
sky130_fd_sc_hd__ha_1          5
sky130_fd_sc_hd__o21ai_0      16
sky130_fd_sc_hd__nor2b_1       5
sky130_fd_sc_hd__a31oi_1       2
sky130_fd_sc_hd__inv_1         4
sky130_fd_sc_hd__or3_1         2
sky130_fd_sc_hd__dfxtp_1      18
sky130_fd_sc_hd__mux4_1       15
sky130_fd_sc_hd__and2_1      129
sky130_fd_sc_hd__nor2_1       16
sky130_fd_sc_hd__buf_12        2
sky130_fd_sc_hd__o221ai_1      8
sky130_fd_sc_hd__mux2i_1      16
sky130_fd_sc_hd__clkbuf_1     10
sky130_fd_sc_hd__a22oi_1       2
## per-layer routing
metal  up-vias  routed length, um  GRT usage
li1       1758                  -          -
met1      1839               5770      0.270
met2       158               7060      0.288
met3        19               1480     0.0895
met4         0                363     0.0396
met5         -                  0          0
## state kept, by name, indices dropped and copies added, names as in the netlist
signal / cells
full: 1
r_ptr: 4
data_out: 8
fifo: 128
empty: 1
w_ptr: 4
## critical path, cell delays in order
cell and delay, ns:
sky130_fd_sc_hd__clkdlybuf4s50_1 0.52, sky130_fd_sc_hd__nor2b_1 0.45, sky130_fd_sc_hd__nand3_1 0.36, sky130_fd_sc_hd__nor3_2 0.40, sky130_fd_sc_hd__nand2b_1 0.38
## power by group
group / leakage (nW) / switching [mW] / internal, mW
sequential: 1.47 / 0.0150 / 1.24
combinational: 1.01 / 0.0952 / 0.0701
clock: 0.306 / 0.436 / 0.774
total: 2.79 / 0.546 / 2.09
## stage by stage
stage	utilization	area, um2	instances
6_report	0.471	7800	716
5_1_grt	0.471	7800	716
4_1_cts	0.471	7800	716
3_5_place_dp	0.433	7180	684
3_3_place_gp	0.433	7180	684
2_1_floorplan	-	6780	454
## kinds of logic after synthesis
family	share of synthesized area
buffers and inverters	0.0329
muxes	0.138
DFF	0.620
adders and majority gates	0.00923
and+or+nand+nor	0.164
AOI/OAI and AO/OA	0.0336
xor gates and xnor gates	0.00129
Power is estimated from default activity; no workload was simulated.
